==> design/flow/config.mk <==
export PLATFORM = sky130hd
export DESIGN_NAME = condC
export DESIGN_NICKNAME = condC
export VERILOG_FILES = /design/flow/design.v
export SDC_FILE = /design/flow/constraint.sdc
export NUM_CORES = 4
export LEC_CHECK = 1
export CORE_AREA = 10 10 70 70
export DIE_AREA = 0 0 80 80
==> design/flow/constraint.sdc <==
current_design condC

set clk_period 1.8
set clk_io_pct 0.2

create_clock -name clk0 -period $clk_period

set non_clock_inputs [all_inputs -no_clocks]
set_input_delay [expr $clk_period * $clk_io_pct] -clock clk0 $non_clock_inputs
set_output_delay [expr $clk_period * $clk_io_pct] -clock clk0 [all_outputs]
==> design/flow/design.v <==
module condC(nzcv, cond_code, exec);
    input [3:0] nzcv, cond_code;
    output reg exec;
    always @(*) begin
        case (cond_code)
            0:begin
                if (nzcv[2] == 1) exec = 1;
                else exec = 0;
            end
            1:begin
                if (nzcv[2] == 0) exec = 1;
                else exec = 0;
            end
            2:begin
                if (nzcv[1] == 1) exec = 1;
                else exec = 0;
            end
            3:begin
                if (nzcv[1] == 0) exec = 1;
                else exec = 0;
            end
            4:begin
                if (nzcv[3] == 1) exec = 1;
                else exec = 0;
            end
            5:begin
                if (nzcv[3] == 0) exec = 1;
                else exec = 0;
            end
            6:begin
                if (nzcv[0] == 1) exec = 1;
                else exec = 0;
            end
            7:begin
                if (nzcv[0] == 0) exec = 1;
                else exec = 0;
            end
            8:begin
                if (nzcv[1] == 1 && nzcv[2] == 0) exec = 1;
                else exec = 0;
            end
            9:begin
                if (nzcv[1] == 0 && nzcv[2] == 1) exec = 1;
                else exec = 0;
            end
            10:begin
                if (nzcv[3] == nzcv[0]) exec = 1;
                else exec = 0;
            end
            11:begin
                if (nzcv[3] != nzcv[0]) exec = 1;
                else exec = 0;
            end
            12:begin
                if (nzcv[2] == 0 && nzcv[3] == nzcv[0]) exec = 1;
                else exec = 0;
            end
            13:begin
                if (nzcv[2] == 0 || nzcv[3] != nzcv[0]) exec = 1;
                else exec = 0;
            end
            14:begin
                exec = 1;
            end
            15:begin
                exec = 1;
            end
        endcase
    end
endmodule
==> design/flow/run.sh <==
#!/bin/bash
# OpenROAD 26Q1-2900-gdf79404cd8, Yosys 0.63+post, stock flow scripts
make -C /OpenROAD-flow-scripts/flow DESIGN_CONFIG=/design/flow/config.mk WORK_HOME=/design/flow/orfs finish
==> Changelog: implementation <==
## Flow update

* Number of global-route vias before repair at between 150 and 200
* Floorplan core density at under 10%
* Cell area after synthesis at 123 sq um
* Initial antenna violation count at 0
* Mean Syn Cell Area at between 9 and 10 sq um
* Area taken by flip-flops and latches at 0 sq um
* Slew margin rel. at a little over four fifths
* Layout clock buffers at 0
* Kind of end point of the critical path: output pin
* Total half-perimeter wirelength after legalization and detailed placement at approximately 500 um
* Final Critical Period at between 1.5 and 2 ns
* Leakage power total at about 0.097 nW
* Antenna Violating Nets Remaining at 0
* Wire length of the first global-routing pass at about 900 um
* Yosys cell types at 12
* Worst-path cell with the longest stage delay: mux4_2
* DR pass1 iterations at 4
* Final Hold Vio Count at 0
* Core area at around 3400 sq um
* Avg Vias per Cell at about 2.4
* Classification of the worst setup path: input pin to output pin
* Vias at between 150 and 200
* Critical Path Fanout Max at 3
* Maximum clock frequency at about 560 MHz
* I/O pin count at 9
* Chip area at roughly 6400 sq um
* WP data arrival at 1.44 ns
* Standard-cell rows at 21
* Yosys Chip Area at about 120 sq um
* Antenna diode instance count at 0
* Data required time at the worst endpoint at about 1.4 ns
* Worst IR Drop VDD at about 0.03 mV
* Kind of start point of the critical path: input pin
* Number of sequential cells in the layout at 0
* Global routing usage summed across all routing layers at under 10%
* Die extent in x at around 80 um
* Overflow left after global routing at 0
* Max-Cap Viols at 0
* Register area share after synthesis at 0%
* Run status: finished, final reports clean
* Worst min-delay path category: input pin to output pin
* Signed area change from the synthesized netlist to the final layout at 132%
* Maximum number of pins on one net before global-route repair at 7
* Buffer and inverter count on the worst path at 2
* Synth area leader: mux4_2
* Total count of max-transition violations in the final report at 0
* Number of OpenROAD warnings at 34
* Gate count after technology mapping at 13
* Layout cells sized above 1 at 57.7%
* Total power after layout at between 0.05 and 0.06 mW
* Share of the synthesized area in the top cell type at a little under a fifth
* Share of the clock period used by the worst path after layout at roughly 100%
* Ys Warns at 1
* Tally of filler cells in the layout at 411
* Number of setup violations in the final report at 0
* Largest incremental delay on the critical path at just under 0.5 ns
* Post-cts hold buffer count at 0
* Worst Tran Pin Value at 0.245 ns
* Remaining routing DRC violations at 0
* Total power divided by cell area at between 200 and 250 nW/um^2
* RD Place Congestion at about 0.77
* Final wirelength at roughly 570 um
* Post-detailed-placement cell area at ~290 sq um
* Sequence of cells on the critical path: buf_6 -> mux4_2 -> xor2_1 -> nor2_1 -> o22ai_2 -> buf_2
* Vertical die size at 80 um
* Setup repair after global routing missed its margin: true
* Post-route cell area at around 280 sq um
* Detail-routed net length per standard cell at 7.96 um
* PortBufs at 9
* Cell type group with the largest total delay on the critical path: multiplexers
* Ys cells at 13
* Number of design-rule violations left by the first detailed-router iteration at 5
* Total Negative Setup Slacks at 0 ns
* Synth top area cells: mux4_2 (18%), xor2_1 (14%), o22ai_2 (10%)
cell usage in the layout, fill, tap and decap left out, drive strengths merged:
cell type	instances
nor2	1
clkbuf	1
buf	11
a211oi	1
o2111a	1
clkdlybuf4s50	1
o22ai	1
nor3b	1
nand4b	1
or4b	1
a21oi	1
mux4	1
o21ai	1
xor2	2
or4bb	1
worst min-delay path, delay by kind of cell:
| kind | cells | cell delay, ns |
|---|---|---|
| buffers and inverters | 3 | 0.32 |
| AND-OR/OR-AND | 2 | 0.17 |
report_power, final:
part | leakage, nW | internal, mW | switching, mW | total (mW)
logic | 0.0975 | 0.0360 | 0.0232 | 0.0593
clock network | 0 | 0 | 0 | 0
registers | 0 | 0 | 0 | 0
cell usage after synthesis, drive strengths merged:
library cell,n
or4bb,1
mux4,1
xor2,2
o2111a,1
nor2,1
a211oi,1
a21oi,1
o22ai,1
o21ai,1
or4b,1
nand4b,1
nor3b,1
stage by stage:
stage                     utilization [%]  setup slack [ns]  hold WS, ns  std cells
final                                8.32           0.00128         1.20         72
after global routing                 8.32           -0.0621         1.25         72
after CTS                            8.28           -0.0907         1.28         72
after detailed placement             8.57            -0.818         1.83         71
after global placement               8.57            -0.812         1.81         71
after floorplan                         -             0.255        0.819         13
metal layers:
layer  vias up  track usage (%)  wire length, um
met5         -                0                0
met4         0                0                0
met3         0             1.36              130
met2        12             2.65              219
met1        78             1.99              223
li1         84                -                -
cell families (layout without fill, tap and decap cells):
kind of cell	after synthesis	in the layout	synth area share, %
simple gates	5	5	33.7
mux	1	1	18.4
xor+xnor	2	2	14.3
buf+inv	0	13	0
compound gates	5	5	33.7
path summary, 6_finish.rpt:
kind | startpoint | end | cells past startpoint
worst max-delay path | cond_code[1] | exec | 6
worst min-delay path | cond_code[1] | exec | 5
layout make-up:
type,count,area [sq um],share of cell area [%]
Tap cell,46,57.6,20.3
Timing Repair Buffer,13,98.8,34.8
Multi-Input combinational cell,13,128,44.9
timing repair:
| action | in CTS | in global routing |
|---|---|---|
| buffers inserted | 1 | 0 |
| gates resized | 30 | 6 |
| pin swaps | 5 | 4 |
| endpoints found under the setup margin | 1 | 1 |
Power is estimated from default activity; no workload was simulated.
